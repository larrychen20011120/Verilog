==> design.v <==
module cli_div(clk,rst,div_clk);
input clk, rst;
output div_clk;
reg div_clk;
reg [1:0]count;
always@(posedge clk or negedge rst)
begin
 if(!rst)
 begin
    count <= 2'd0;
    div_clk <= 1'b0;
 end
 else
 begin
    if(count == 2'd2)
    begin
        count <= 2'd0;
        div_clk <= !div_clk;
    end
    else
    begin
        count <= count + 2'd1;
    end 
 end
end
endmodule
module Lab11(clk, reset, h_sync, v_sync, r, g, b);
input clk, reset;
output reg[3:0] r, g, b;
output reg h_sync, v_sync;
wire clk_div;
reg [9:0] h_count, v_count;
cli_div c(.clk(clk),.rst(reset),.div_clk(clk_div));
always@(posedge clk or negedge reset)
begin
 if(!reset) 
 begin
    r <= 4'd0;
    g <= 4'd0;
    b <= 4'd0;
    h_sync <= 1'b1;
    v_sync <= 1'b1;
    h_count <= 10'd1;
    v_count <= 10'd1;
 end
 else 
 begin
    if (h_count == 800)
    begin
        h_count <= 10'd1;
        v_count <= v_count + 10'd1;
        h_sync <= 1'b0;
    end
    else
    begin
        h_count <= h_count + 10'd1;
        h_sync <= 1'b1;
    end
    if (v_count == 526)
    begin
        h_count <= 10'd1;
        v_count <= 10'd1;
        v_sync <= 1'b0;
    end
    else
    begin
        v_sync <= 1'b1;
    end
 end
end
endmodule
==> run.sh <==
#!/bin/bash
# OpenROAD 26Q1-2900-gdf79404cd8, Yosys 0.63+post, stock flow scripts
make -C /OpenROAD-flow-scripts/flow DESIGN_CONFIG=/design/flow/config.mk WORK_HOME=/design/flow/orfs finish
==> config.mk <==
export PLATFORM = sky130hd
export DESIGN_NAME = Lab11
export DESIGN_NICKNAME = Lab11
export VERILOG_FILES = /design/flow/design.v
export SDC_FILE = /design/flow/constraint.sdc
export NUM_CORES = 4
export LEC_CHECK = 1
export CORE_AREA = 10 10 95 95
export DIE_AREA = 0 0 105 105
==> constraint.sdc <==
current_design Lab11

set clk_period 3.4
set clk_io_pct 0.2

create_clock -name clk0 -period $clk_period [get_ports {clk}]

set non_clock_inputs [all_inputs -no_clocks]
set_input_delay [expr $clk_period * $clk_io_pct] -clock clk0 $non_clock_inputs
set_output_delay [expr $clk_period * $clk_io_pct] -clock clk0 [all_outputs]
==> deck_impl_summary.md <==
Flow Results at a Glance

Worst setup path
  – CP max stage delay: 530 ps
  – Startpoint types: register
  – Crit Path Class: register to output pin
  – Required time at the worst-slack endpoint: 2720 ps
  – CP cell instances: clkdlybuf4s50_1
  – Max stage delay cell, worst path: sky130_fd_sc_hd__dfstp_2
  – Worst Path Buf+Inv: 1
  – Family of cells with the greatest summed delay on the critical path: flip-flops
  – Arrival time reported for the critical path endpoint: 1250 ps
  – Crit path max fanout: 1
  – Worst Setup End Kind: output pin

Cells and area
  – Util after Layout: 18.9%
  – Fraction of layout instances using a drive strength above 1: 10.6%
  – Filler instances: around 770
  – Area Growth Syn to Fin: 13.9%

Synth
  – Count leader, synth: sky130_fd_sc_hd__dfrtp_1
  – EDFF count, synth: 0
  – Sequential element share of the synthesized area: 48.5%
  – Cell accounting for the most synthesized area: sky130_fd_sc_hd__dfrtp_1
  – FFs w/ async S/R, synth: 100%
  – Synthesized area per cell: a little under 10 um^2
  – Synthesized flop and latch total: 22
  – Number of cells produced by synthesis: 117
  – Count of instantiated cells in the yosys netlist: between 100 and 150
  – Unique masters post-synth: 28
  – Top post-synthesis cells by count: 18 x sky130_fd_sc_hd__dfrtp_1, 12 x sky130_fd_sc_hd__buf_4, 10 x sky130_fd_sc_hd__nand3_1, 10 x sky130_fd_sc_hd__nor2_1, 9 x sky130_fd_sc_hd__nand2_1
  – Area share of the largest cell type after synthesis: 39.3%
  – Yosys warnings: 2
  – Dominant register cell: sky130_fd_sc_hd__dfrtp_1
  – Yosys chip area: 1150 um^2
  – Netlist area before placement: 1150 um^2
  – Area contributors post-synth: sky130_fd_sc_hd__dfrtp_1 39%, sky130_fd_sc_hd__dfstp_2 9.2%, sky130_fd_sc_hd__buf_4 7.9%

Clock network
  – Cts hold-fix bufs: 0
  – Library cell used as clock root buffer: sky130_fd_sc_hd__clkbuf_8
  – Postcts setup bufs: 0
  – # clock sinks: 22
  – Post-CTS Resized: 0
  – Number of buffers created by CTS: 3
  – Clock transition at the register clock pins on the worst setup and hold paths after CTS: 80 ps
  – Clk buf depth: 2
  – TritonCTS clock tree: built
  – Htree depth: 1
  – Insertion delay at the late pin of the worst-skew pair: 260 ps

Timing
  – Final setup violation count: 0
  – Number of failing hold endpoints at the final stage: 0
  – RSZ-0062 raised after global routing: no
  – Worst Clk Skew: 1.79 ps
  – FMAX: 0.518 GHz
  – Shortest clock period the worst path allows after layout: a little under 2000 ps
  – Fraction of the cycle the final worst path needs: 56.8%
  – Final tally of max-slew violations: 0
  – Worst hold margin: between 400 and 500 ps
  – Summed negative setup slack over all endpoints: 0 ps

Routing
  – Count of inserted antenna diode cells: 0
  – Iter 0 DRT Violations: 29
  – First-pass DRT Iterations: 4
  – Detail Route Antenna Nets: 0
  – Vias post-DR: 739
  – Wire length after detailed routing: approximately 1.9 mm
  – Total DRC errors in the routed layout: 0
  – Avg WL per Cell: 8.56 um
  – Number of vias per cell: 3.37

Power
  – Maximum vdd drop: between 0.0001 and 0.00015 V
  – Static Leakage: 0.544 nW
  – Total power density per cell area: 347 nW/um^2

Global routing
  – Global-route wire length before repair: about 3.3 mm
  – Initial antenna violation count: 0
  – Final global-route overflow total: 0
  – All-Layer GR Usage: 3.30%
  – Via count of the first global-routing pass: 759
  – Pin count of the biggest net entering global routing: 23

Floorplan
  – Number of top-level design ports: 16
  – Height of the die: 105 um
  – Die footprint: approximately 11000 um^2
  – Effective utilization at floorplan: between 15 and 20%
  – Floorplan Core Area: ~7000 um^2
  – Core Rows: 30
  – Horizontal die dimension: 105 um

Job
  – Tally of max-capacitance violations: 0
  – Number of OpenROAD warnings: 27

Place
  – Number of port buffers: 3
  – Final GP Congestion: 0.830
  – Post-DP HPWL: 1.35 mm

Run status
  – Outcome: completed

Min path
  – Class of the most critical hold timing path: register to register
==> flip-flops by register name, summed over array words and instances, names as in the netlist <==
| register | count |
|---|---|
| v_count | 10 |
| h_count | 10 |
| v_sync | 1 |
| h_sync | 1 |
==> report_power, final <==
group / internal [W] / switching, W / total (W)
logic: 0.00000176 / 0.00000548 / 0.00000724
registers: 0.000262 / 0 / 0.000262
clock network: 0.000103 / 0.0000803 / 0.000183
total: 0.000366 / 0.0000858 / 0.000452
==> layer usage <==
metal | up-vias | global-route usage, % | part of all wire, %
li1 | 376 | - | -
met1 | 345 | 4.67 | 54
met2 | 16 | 5.25 | 42
met3 | 2 | 0.311 | 2.5
met4 | 0 | 0.882 | 1.5
met5 | - | 0 | 0
==> per-stage QoR <==
step	power [W]	setup WS, ps	std cells	instance area (um^2)
after floorplan	0.000277	1900	128	1190
final	0.000452	1470	219	1310
after global routing	0.000470	1370	219	1310
after CTS	0.000460	1440	219	1310
after global placement	0.000275	1560	215	1250
after detailed placement	0.000275	1530	215	1250
==> kinds of logic after synthesis <==
kind of cell / Yosys count / synth area share (%)
buf+inv: 21 / 10.9
xor+xnor: 13 / 9.93
fa+ha+maj: 4 / 4.37
other cells: 1 / 0.327
mux: 1 / 0.873
simple gates: 49 / 22.3
compound gates: 6 / 2.84
flops: 22 / 48.5
==> cell type report <==
class	instances	area (um^2)	area share [%]
Timing Repair Buffer	4	37.5	2.88
Multi-Input combinational cell	85	507	38.8
Clock buffer	4	55.1	4.22
Inverter	8	30.0	2.30
Sequential cell	22	556	42.6
Tap cell	96	120	9.20
==> cell usage in the layout, fill, tap and decap left out <==
cell and instances:
sky130_fd_sc_hd__o31ai_1 1, sky130_fd_sc_hd__clkdlybuf4s50_1 3, sky130_fd_sc_hd__nand4_1 1, sky130_fd_sc_hd__dfstp_2 4, sky130_fd_sc_hd__xor2_1 5, sky130_fd_sc_hd__dfrtp_1 18, sky130_fd_sc_hd__nor2_1 10, sky130_fd_sc_hd__nand3_1 10
sky130_fd_sc_hd__xnor2_1 8, sky130_fd_sc_hd__buf_4 1, sky130_fd_sc_hd__and3_1 2, sky130_fd_sc_hd__a21oi_1 2, sky130_fd_sc_hd__conb_1 12, sky130_fd_sc_hd__nor3_1 6, sky130_fd_sc_hd__o21ai_0 3, sky130_fd_sc_hd__inv_1 8
sky130_fd_sc_hd__clkbuf_8 4, sky130_fd_sc_hd__ha_1 4, sky130_fd_sc_hd__and4_1 1, sky130_fd_sc_hd__or4_1 1, sky130_fd_sc_hd__and2_1 1, sky130_fd_sc_hd__and4bb_2 1, sky130_fd_sc_hd__nand2_2 1, sky130_fd_sc_hd__or2_2 1
sky130_fd_sc_hd__mux2i_1 1, sky130_fd_sc_hd__nand2_1 9, sky130_fd_sc_hd__nor3_2 1, sky130_fd_sc_hd__or3b_1 1, sky130_fd_sc_hd__nor4_1 3
==> path summary, 6_finish.rpt <==
| check | to | startpoint | slack (ps) | cells after the start |
|---|---|---|---|---|
| setup reg to reg | v_count[3] | h_count[2] | 1510 | 4 |
| hold reg to reg | v_count[9] | v_count[9] | 480 | 1 |
| min in group asynchronous | v_count[7] | reset | 760 | 2 |
| max in group asynchronous | h_count[0] | reset | 2370 | 2 |
| setup / recovery | v_sync | v_sync | 1470 | 1 |
| hold / removal | v_count[9] | v_count[9] | 480 | 1 |
Power and IR drop assume default switching activity.
