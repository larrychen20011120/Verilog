**config.mk**
```make
export PLATFORM = sky130hd
export DESIGN_NAME = counter
export DESIGN_NICKNAME = counter
export VERILOG_FILES = /design/flow/design.v
export SDC_FILE = /design/flow/constraint.sdc
export NUM_CORES = 4
export LEC_CHECK = 1
export CORE_AREA = 10 10 112 112
export DIE_AREA = 0 0 122 122
```
**design.v**
```verilog
module Clk_div(clk,rst,div_clk);
input clk, rst;
output div_clk;
reg div_clk;
reg [31:0]count;
always@(posedge clk)
begin
    if(!rst)
    begin
        count <= 32'd0;
        div_clk <= 1'b0;
    end
    else
    begin
        if(count == 32'd25000000)
        begin
            count <= 32'd0;
            div_clk <= ~div_clk;
        end
        else
        begin
            count <= count + 32'd1;
        end
    end
end
endmodule
module Display(count, out);
input [3:0] count;
output reg [6:0]out;
always@(*) begin
    case(count)
    4'd0 : out =  7'b0000001 ;
    4'd1 : out =  7'b1001111 ;
    4'd2 : out =  7'b0010010 ;
    4'd3 : out =  7'b0000110 ;
    4'd4 : out =  7'b1001100 ;
    4'd5 : out =  7'b0100100 ;
    4'd6 : out =  7'b0100000 ;
    4'd7 : out =  7'b0001111 ;
    4'd8 : out =  7'b0000000 ;
    4'd9 : out =  7'b0000100 ;
    4'd10 : out = 7'b0001000 ;
    4'd11 : out = 7'b1100000 ;
    4'd12 : out = 7'b0110001 ;
    4'd13 : out = 7'b1000010 ;
    4'd14 : out = 7'b0110000 ;
    4'd15 : out = 7'b0111000 ;
    endcase
end
endmodule
module counter(clk, rst, out);
input clk, rst;
wire clk_div;
output [6:0]out;
reg [3:0]count;
Clk_div clock_div(.clk(clk), .rst(rst), .div_clk(clk_div));
Display display(.count(count), .out(out));
always@(posedge clk_div)
begin
    if(!rst)
    begin
        count <= 4'd0;
    end
    else
    begin
        if(count == 4'd15)
        begin
            count <= 4'd0;
        end
        else
        begin
        count <= count +4'd1;
        end
    end
end
endmodule
```
**constraint.sdc**
```tcl
current_design counter

set clk_period 5.9
set clk_io_pct 0.2

create_clock -name clk0 -period $clk_period [get_ports {clk}]

set non_clock_inputs [all_inputs -no_clocks]
set_input_delay [expr $clk_period * $clk_io_pct] -clock clk0 $non_clock_inputs
set_output_delay [expr $clk_period * $clk_io_pct] -clock clk0 [all_outputs]
```
**run.sh**
```bash
#!/bin/bash
# OpenROAD 26Q1-2900-gdf79404cd8, Yosys 0.63+post, stock flow scripts
make -C /OpenROAD-flow-scripts/flow DESIGN_CONFIG=/design/flow/config.mk WORK_HOME=/design/flow/orfs finish
```
==> flow_metrics.env <==
# yosys + openroad results
export IMPL_status="finished, final reports clean"
export IMPL_grt_first_pass_wirelength_um=7650
export IMPL_cts_buffers_inserted=5
export IMPL_warnings=31
export IMPL_crit_path_start_kind="flip-flop"
export IMPL_cp_slowest_stage_delay_ns=0.76
export IMPL_routed_wl_um=4370
export IMPL_grt_usage=0.0597
export IMPL_crit_arrival_ns=2.48
export IMPL_drc=0
export IMPL_cp_common_cell="or4_1"
export IMPL_postCtsSetupBuffers=0
export IMPL_fill_cells=1064
export IMPL_ir_worst_vdd_v=0.0000823
export IMPL_synth_cells=261
export IMPL_grt_max_degree=33
export IMPL_grt_setup_unrepaired="no"
export IMPL_die_h_um=122
export IMPL_synth_edff_count=0
export IMPL_fin_setup_tns_ns=0
export IMPL_p_leak_nw=0.847
export IMPL_yosys_warnings=3
export IMPL_drt_pass1_iter_count=4
export IMPL_drv_cap=0
export IMPL_hold_violations=0
export IMPL_top_cell="dfxtp_1"
export IMPL_topCellsByArea="dfxtp_1 39%, ha_1 5.0%, a21oi_1 4.6%, or4_1 4.6%, o31ai_1 4.3%"
export IMPL_vias=1850
export IMPL_synth_flops=44
export IMPL_diodes=0
export IMPL_path_class="reg2reg"
export IMPL_untimed_endpoints=18
export IMPL_max_freq_mhz=441
export IMPL_unclocked_pins=11
export IMPL_io_buffers=8
export IMPL_syn_to_final_growth_pct=13.7
export IMPL_antenna_found_initial=0
export IMPL_avgSynthCellArea_um2=8.71
export IMPL_min_path_type="reg2reg"
export IMPL_yosysTopAreaCell="dfxtp_1"
export IMPL_routedWlPerCell_um=10.8
export IMPL_grt_pass1_vias=1658
export IMPL_timing_final_crit_share=0.384
export IMPL_routed_via_density=4.59
export IMPL_cts_resized=0
export IMPL_clock_path_buffers=2
export IMPL_worst_pin_slew_ns=0.555
export IMPL_cts_tree="built"
export IMPL_die_w_um=122
export IMPL_reg2reg_slack_ns=3.63
export IMPL_hold_buffers=0
export IMPL_root_buffer="clkbuf_8"
export IMPL_dpl_hpwl_um=3070
export IMPL_rows=37
export IMPL_slew_headroom=0.626
export IMPL_slowest_stage="or4_1"
export IMPL_top_cell_area_share=0.388
export IMPL_dieArea_um2=14900
export IMPL_crit_required_ns=6.12
export IMPL_clk_latency_ns=0.28
export IMPL_drv_slew=0
export IMPL_place_gp_congestion=0.807
export IMPL_cellPowerDensity_nw_per_um2=167
export IMPL_netlist_area_um2=2270
export IMPL_post_route_min_period_ns=2.27
export IMPL_endpoint_kind="flip-flop"
export IMPL_final_util=0.252
export IMPL_ant_nets=0
export IMPL_cp_cell_sequence="nand4_2, or4_1, or4_1, a21oi_1"
export IMPL_first_iter_violations=106
export IMPL_overflow=0
export IMPL_netlist_cell_type_count=45
export IMPL_initial_core_util=0.222
export IMPL_synthArstFlopShare=0
export IMPL_skew_ns=0.00388
export IMPL_synth_seq_share=0.388
export IMPL_clock_tree_htree_level_count=2
export IMPL_yosysChipArea_um2=2270
export IMPL_flop_cell="dfxtp_1"
export IMPL_cts_reportedPaths_clkPinSlew_ns=0.07
export IMPL_crit_fanout=12
export IMPL_ios=9
export IMPL_setup_viol=0
export IMPL_core_region_area_um2=10200
export IMPL_ys_top_cells_by_count="44 x dfxtp_1, 21 x a21oi_1, 17 x inv_1, 17 x nor2_1, 15 x nand2_1"
export IMPL_ys_cells=261
export IMPL_drive_gt1_frac=0.0936
state kept, by name (all words and copies together), names as in the netlist:
name,count
clock_div.count,32
clock_div.div_clk,1
count,4
out,7
final cells by class:
type / instances / area, um^2 / area share
clock buffers: 7 / 96.3 / 0.0373
clock inverters: 1 / 5.00 / 0.00194
inverters: 17 / 63.8 / 0.0247
multi-input cells: 188 / 1270 / 0.492
flip-flops and latches: 44 / 881 / 0.341
well taps: 136 / 170 / 0.0659
repair buffers: 10 / 95.1 / 0.0368
worst max-delay path, delay by kind of cell, from the launching register on:
family	cells	cell delay [ns]
AOI/OAI and AO/OA	1	0.15
DFF	1	0.47
and+or+nand+nor	3	1.57
path summary, 6_finish.rpt:
| kind | to | cells after the start | start |
|---|---|---|---|
| max | clock_div.count[26] | 4 | clock_div.count[2] |
| min reg2reg | clock_div.count[0] | 1 | clock_div.count[0] |
| max reg2reg | clock_div.count[26] | 4 | clock_div.count[2] |
| min | clock_div.count[0] | 1 | clock_div.count[0] |
logic make-up after synthesis:
logic type      share of synthesized area
simple gates                        0.278
buf+inv                            0.0567
mux                               0.00881
flops                               0.388
xor+xnor                           0.0540
compound gates                      0.166
fa+ha+maj                          0.0496
routing by layer:
metal	GRT usage	vias to the layer above	share of wire
li1	-	979	-
met1	0.0843	847	0.52
met2	0.0925	22	0.44
met3	0.0146	2	0.041
met4	0.00969	0	0.0082
met5	0	-	0
report_power, final:
part           total (W)  leakage, nW  switching (W)  internal [W]
registers       0.000227        0.357     0.00000270      0.000225
clock network   0.000186       0.0542      0.0000806      0.000105
logic          0.0000170        0.436      0.0000105    0.00000654
total           0.000430        0.847      0.0000937      0.000337
through the flow:
stage                     hold WS [ns]  area, um^2  instances  power [W]  worst slack [ns]
after floorplan                  0.453        2270        261   0.000244              3.94
after global placement           0.471        2480        395   0.000249              3.50
after detailed placement         0.478        2480        395   0.000250              3.48
after CTS                        0.494        2580        403   0.000436              3.66
after global routing             0.532        2580        403   0.000450              3.51
final                            0.492        2580        403   0.000430              3.63
cell usage in the layout, fill, tap and decap left out, types with 8 or more instances in the layout:
cell             instances
xnor2_1                  9
inv_1                   17
dfxtp_1                 44
a21oi_1                 21
ha_1                     9
nand4_1                  8
nor2_1                  17
or4_1                   14
clkdlybuf4s50_1          8
o31ai_1                 13
nand2_1                 15
nand3_1                 12
No activity file was given, so power comes from the tool's default toggle rates.
